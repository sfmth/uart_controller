$ cat design.v
`default_nettype none
module uart (
    input wire clk, btn1,
    input wire uart_rx,
    output wire uart_tx,
    output reg [5:0] led
    );
    wire reset;
    assign reset = ~btn1;
    reg tx_send;
    reg [7:0] tx_data_in;
    reg tx_data_in_en;
    wire tx_fifo_overflow;
    wire tx_done;
    wire [7:0] rx_data_in;
    wire byteReady;
    uart_core uart0(
    .clk(clk),
    .reset(reset),
    .uart_rx(uart_rx),
    .uart_tx(uart_tx),
    .tx_send(tx_send),
    .tx_data_in(tx_data_in),
    .tx_data_in_en(tx_data_in_en),
    .tx_fifo_overflow(tx_fifo_overflow),
    .tx_done(tx_done),
    .rx_data_in(rx_data_in),
    .byteReady(byteReady)
    );
    reg [31:0] counter;
    reg [2:0] count_in;
    always @(posedge clk) begin
        if (reset) begin
            led[5:0] <= 6'b111111;
            tx_send <= 0;
            tx_data_in <= 0;
            tx_data_in_en <= 0;
            counter <= 0;
            count_in <= 0;
        end else if (byteReady) begin
            tx_data_in <= rx_data_in;
            tx_data_in_en <= 1;
            counter <= counter + 1;
            count_in <= count_in + 1;
        end else begin
            led[5:3] <= ~count_in;
            led[0] <= ~tx_send;
            led[1] <= ~byteReady;
            led[2] <= ~tx_done;
            tx_data_in_en <= 0;
            tx_send <= 0;
            if (counter == 1)
                tx_send <= 1;
                counter <= 0;
        end
    end
endmodule
`default_nettype none
module uart_core
#(
    parameter DELAY_FRAMES = 2700
)
(
    input wire clk, reset,
    input wire uart_rx,
    output wire uart_tx,
    input wire tx_send,
    input wire [7:0] tx_data_in,
    input wire tx_data_in_en,
    output reg tx_fifo_overflow,
    output reg tx_done,
    output wire [7:0] rx_data_in,
    output reg byteReady
);
assign rx_data_in = dataIn;
localparam HALF_DELAY_WAIT = (DELAY_FRAMES / 2);
reg [3:0] rxState = 0;
reg [12:0] rxCounter = 0;
reg [7:0] dataIn = 0;
reg [2:0] rxBitNumber = 0;
localparam RX_STATE_IDLE = 0;
localparam RX_STATE_START_BIT = 1;
localparam RX_STATE_READ_WAIT = 2;
localparam RX_STATE_READ = 3;
localparam RX_STATE_STOP_BIT = 5;
always @(posedge clk) begin
    case (rxState)
        RX_STATE_IDLE: begin
            byteReady <= 0;
            if (uart_rx == 0) begin
                rxState <= RX_STATE_START_BIT;
                rxCounter <= 1;
                rxBitNumber <= 0;
                byteReady <= 0;
            end
        end
        RX_STATE_START_BIT: begin
            if (rxCounter == HALF_DELAY_WAIT) begin
                rxState <= RX_STATE_READ_WAIT;
                rxCounter <= 1;
            end else
                rxCounter <= rxCounter + 1;
        end
        RX_STATE_READ_WAIT: begin
            rxCounter <= rxCounter + 1;
            if ((rxCounter + 1) == DELAY_FRAMES) begin
                rxState <= RX_STATE_READ;
            end
        end
        RX_STATE_READ: begin
            rxCounter <= 1;
            dataIn <= {uart_rx, dataIn[7:1]};
            rxBitNumber <= rxBitNumber + 1;
            if (rxBitNumber == 3'b111)
                rxState <= RX_STATE_STOP_BIT;
            else
                rxState <= RX_STATE_READ_WAIT;
        end
        RX_STATE_STOP_BIT: begin
            rxCounter <= rxCounter + 1;
            if ((rxCounter + 1) == DELAY_FRAMES) begin
                rxState <= RX_STATE_IDLE;
                rxCounter <= 0;
                byteReady <= 1;
            end
        end
        default: rxState <= RX_STATE_IDLE;
    endcase
end
reg tx_fifo_shift;
reg [3:0] tx_state;
reg [24:0] tx_counter;
reg [7:0] data_out;
reg tx_pin_register;
reg [2:0] tx_bit_number;
assign uart_tx = tx_pin_register;
integer i;
localparam MEMORY_LENGTH = 16;
reg [7:0] tx_fifo [MEMORY_LENGTH-1:0];
reg [3:0] tx_fifo_pos;
always @(posedge clk) begin
    if (reset == 1) begin
        for (i = 0; i < MEMORY_LENGTH; i = i + 1) begin
            tx_fifo[i] <= 0;
        end
        tx_fifo_pos <= 0;
        tx_fifo_overflow <= 0;
    end else if (tx_data_in_en) begin
        if (tx_fifo_pos != MEMORY_LENGTH) begin
            tx_fifo_pos <= tx_fifo_pos + 1;
            tx_fifo[tx_fifo_pos] <= tx_data_in;
        end else begin
            tx_fifo_overflow <= 1;
        end
    end else if (tx_fifo_shift) begin
        for (i = 0; i < MEMORY_LENGTH - 1; i = i + 1) begin
            tx_fifo[i] <= tx_fifo[i+1];
        end
        tx_fifo_pos <= tx_fifo_pos - 1;
    end
end
localparam TX_STATE_IDLE = 0;
localparam TX_STATE_START_BIT = 1;
localparam TX_STATE_WRITE = 2;
localparam TX_STATE_STOP_BIT = 3;
localparam TX_STATE_DEBOUNCE = 4;
always @(posedge clk) begin
    case (tx_state)
        TX_STATE_IDLE: begin
            tx_fifo_shift <= 0;
            if (tx_send == 1) begin
                tx_state <= TX_STATE_START_BIT;
                tx_counter <= 0;
                tx_done <= 0;
            end else begin
                tx_pin_register <= 1;
            end
        end
        TX_STATE_START_BIT: begin
            tx_pin_register <= 0;
            if ((tx_counter + 1) == DELAY_FRAMES) begin
                tx_state <= TX_STATE_WRITE;
                data_out <= tx_fifo[0];
                tx_bit_number <= 0;
                tx_counter <= 0;
            end else
                tx_counter <= tx_counter + 1;
        end
        TX_STATE_WRITE: begin
            tx_pin_register <= data_out[tx_bit_number];
            if ((tx_counter + 1) == DELAY_FRAMES) begin
                if (tx_bit_number == 3'b111) begin
                    tx_state <= TX_STATE_STOP_BIT;
                end else begin
                    tx_state <= TX_STATE_WRITE;
                    tx_bit_number <= tx_bit_number + 1;
                end
                tx_counter <= 0;
            end else
                tx_counter <= tx_counter + 1;
        end
        TX_STATE_STOP_BIT: begin
            tx_pin_register <= 1;
            if (tx_counter + 2 == DELAY_FRAMES)
                tx_fifo_shift <= 1;
            if ((tx_counter + 1) == DELAY_FRAMES) begin
                tx_fifo_shift <= 0;
                if (tx_fifo_pos == 1) begin
                    tx_state <= TX_STATE_IDLE;
                    tx_done <= 1;
                end else begin
                    tx_state <= TX_STATE_START_BIT;
                end
                tx_counter <= 0;
            end else
                tx_counter <= tx_counter + 1;
        end
        default: tx_state <= TX_STATE_IDLE;
    endcase
end
endmodule
$ cat run.sh
#!/bin/bash
# OpenROAD 26Q1-2900-gdf79404cd8, Yosys 0.63+post, stock flow scripts
make -C /OpenROAD-flow-scripts/flow DESIGN_CONFIG=/design/flow/config.mk WORK_HOME=/design/flow/orfs finish
$ cat config.mk
export PLATFORM = sky130hd
export DESIGN_NAME = uart
export DESIGN_NICKNAME = uart
export VERILOG_FILES = /design/flow/design.v
export SDC_FILE = /design/flow/constraint.sdc
export NUM_CORES = 4
export LEC_CHECK = 1
export CORE_UTILIZATION = 40
$ cat constraint.sdc
current_design uart

set clk_period 6.0
set clk_io_pct 0.2

create_clock -name clk0 -period $clk_period [get_ports {clk}]

set non_clock_inputs [all_inputs -no_clocks]
set_input_delay [expr $clk_period * $clk_io_pct] -clock clk0 $non_clock_inputs
set_output_delay [expr $clk_period * $clk_io_pct] -clock clk0 [all_outputs]
==> flow_metrics.tcl <==
# implementation run metrics
set metrics [dict create \
    status "completed" \
    timing.reg2reg.worst_path_depth 8 \
    tns_ps 0 \
    drtAntennaViolNets 0 \
    cts_num_sinks 252 \
    dp_worst_setup_slack_ps 2220 \
    dp_hpwl_mm 15.6 \
    finClkSkew_ps 57.0 \
    maxClockFrequency_mhz 279 \
    drive_above_1_share_pct 7.75 \
    clk_path_buf_depth 3 \
    cp_data_required_time_ps 6240 \
    ctsHoldBuffers 0 \
    tritoncts "yes" \
    cts_inserted_buffers 28 \
    post_cts_buffers 0 \
    vias 7995 \
    ctsResizeCount 0 \
    slew_headroom_pct 37.7 \
    post-route-cell-area_um2 13500 \
    critPathKind "register to register" \
    finalHoldViolations 0 \
    grt_usage_pct 16.6 \
    floorplan.io_pins 10 \
    number_of_global_route_vias_before_repair 7566 \
    drc_violation_count_after_routing 0 \
    worstMarginPinSlew_ps 927 \
    hold_path.class "register to register" \
    critical_path_peak_fanout 17 \
    ys_cells 1104 \
    first_pass_iters 5 \
    synth_cells 1104 \
    worst_skew_pair.late_latency_ps 570 \
    pin_count_of_the_biggest_net_entering_global_routing 81 \
    die_x_um 176 \
    postSynth.asyncResetShare_pct 0 \
    final.period_utilization_pct 59.8 \
    final_core_utilization_pct 45.4 \
    yosysChipArea_um2 12100 \
    drv_cap 0 \
    row_count 63 \
    cts.root.buffer_cell "clkbuf_16" \
    grt_antenna_before_repair 0 \
    dpl_cell_area_um2 12500 \
    clkSlewWorstSetupHoldPaths_ps 60 \
    total_tool_warning_count 35 \
    setup_ws_ps 2410 \
    vias_per_cell 5.33 \
    core_region_area_um2 29700 \
    final.fill_count 2607 \
    synth_cell_type_count 68 \
    synthesis.yosys.warnings 2 \
    dr.max_layer_used "met4" \
    synth-edff-count 197 \
    numPortBuffers 9 \
    core_util_floorplan_pct 40.7 \
    postRouteWirelength_mm 23.7 \
    final_max_slew_viol_count 0 \
    min_period_ps 3590 \
    met3RoutedLength_mm 1.59 \
    height_of_the_chip_um 176 \
    flop_cell "edfxtp_1" \
    grt_first_pass_wirelength_mm 39.2 \
    total_routed_wire_length_on_the_met1_layer_mm 11.3 \
    cp-end-kind "register" \
    routabilityCongestion 0.907 \
    dr.first_iter.drc_count 503 \
    maximum_vdd_ir_drop_mv 0.278 \
    num_antenna_cells 0 \
    overflow 0 \
    setup_viol 0 \
    wl_per_cell_um 15.8 \
    postSynthSeqShare_pct 58.0 \
    timing.critical_path.cells "ha_1, nand4_1, nor4_4, or4b_1, a211oi_1, and4_2, or2_1, nor2_1" \
    h-tree-depth 1 \
    critical-path-slowest-cell "or2_1" \
    synth_flops 252 \
    crit_path_start_kind "register" \
    crit_arrival_ps 3830 \
    met2_length_mm 10.3 \
    flow.area_growth_from_synthesis_pct 11.6 \
    rsz_0062_raised_after_global_routing "false" \
    pwr_per_cell_area_nw_per_um2 456 \
    power.leakage_nw 4.64 \
    critical_path.max_stage_delay_ps 550 \
    die_area_um2 30900 \
    avgSynthCellArea_um2 11.0 \
    mappedNetlistArea_um2 12100 \
    hold_depth 0 \
]
layout by cell type (no fill, tap or decap), types with 8 or more instances in the layout:
master,count
dfxtp_1,55
nand3_1,35
edfxtp_1,197
inv_1,25
a21oi_1,23
xnor2_1,35
buf_4,23
nand2b_1,10
clkbuf_16,29
nand2_1,124
xor2_1,23
mux2i_1,13
o21ai_0,75
nor3_1,22
nor2b_1,12
nor2_1,111
or3_1,19
and2_1,19
clkdlybuf4s50_1,8
nor4_1,21
nand4_1,21
ha_1,21
a22o_1,80
report_power, final:
group          leakage, nW  switching (W)  total, W  internal, W
Sequential            2.52       0.000488   0.00304      0.00256
Combinational         1.64       0.000784   0.00133     0.000543
Clock                0.478       0.000694   0.00179      0.00109
Total                 4.64        0.00196   0.00616      0.00419
sequential cells by signal, summed over array words and instances (netlist names), 4 cells and up:
register           flops
led                    6
uart0.tx_counter      25
uart0.tx_fifo_pos      4
uart0.tx_fifo        128
uart0.rxCounter       13
tx_data_in             8
uart0.data_out         8
uart0.dataIn           8
counter               32
through the flow:
step | instances | hold WS (ps) | power [W]
6_report | 1499 | 418 | 0.00616
5_1_grt | 1499 | 425 | 0.00652
4_1_cts | 1499 | 419 | 0.00621
3_5_place_dp | 1447 | 405 | 0.00440
3_3_place_gp | 1447 | 404 | 0.00439
2_1_floorplan | 1104 | 386 | 0.00399
Yosys cell counts, drive strengths merged, types with 19 or more instances:
cell | instances | area (um^2)
buf | 20 | 123
xor2 | 23 | 201
nand4 | 24 | 186
nand3 | 35 | 175
nand2 | 124 | 465
a22o | 80 | 701
nor2 | 112 | 420
nor3 | 22 | 110
and2 | 19 | 119
xnor2 | 35 | 307
or3 | 19 | 119
inv | 25 | 93.8
ha | 21 | 263
edfxtp | 197 | 5920
o21ai | 75 | 375
a21oi | 23 | 115
nor4 | 22 | 153
clkbuf | 59 | 221
dfxtp | 55 | 1100
final cells by class:
type / count / area (um^2) / share of cell area [%]
Sequential cell: 252 / 7020 / 52.0
Clock buffer: 33 / 771 / 5.71
Clock inverter: 19 / 224 / 1.66
Timing Repair Buffer: 32 / 258 / 1.91
Tap cell: 390 / 488 / 3.61
Multi-Input combinational cell: 747 / 4650 / 34.4
Inverter: 26 / 97.6 / 0.723
worst paths after layout:
kind | startpoint | end | slack, ps
hold / removal | uart0.tx_fifo[0][4] | uart0.data_out[4] | 420
setup reg to reg | uart0.tx_counter[2] | uart0.tx_counter[10] | 2410
hold reg to reg | uart0.tx_fifo[0][4] | uart0.data_out[4] | 420
setup / recovery | uart0.tx_counter[2] | uart0.tx_counter[10] | 2410
kinds of logic after synthesis:
| family | share of synthesized area, % |
|---|---|
| mux | 1.63 |
| flops | 58.0 |
| fa+ha+maj | 2.17 |
| buf+inv | 3.65 |
| compound gates | 12.5 |
| simple gates | 17.9 |
| xor+xnor | 4.20 |
layer usage:
| layer | up-vias | track usage, % |
|---|---|---|
| met5 | - | 0 |
| met4 | 0 | 3.22 |
| met3 | 40 | 4.30 |
| met2 | 201 | 24.1 |
| met1 | 3719 | 27.0 |
| li1 | 4035 | - |
worst max-delay path: cells and delay by family, from the launching register on:
kind,cells,cell delay (ps)
fa+ha+maj,1,370
compound gates,1,220
flops,1,530
simple gates,6,2150
Power is estimated from default activity; no workload was simulated.
